==> ./design.v <==
module UART(
    input wire clk,
    input wire rst,
    input wire [7:0] data_in,
    input wire start,
    output wire tx_out,
    output wire busy,
    output wire [7:0] data_out,
    output wire data_ready
);
wire UART_wire;  
UART_Tx #(.BAUD_RATE(9600), .CLOCK_FREQ(50000000), .BITS(8)) UART_TX (
    .clk(clk),
    .rst(rst),
    .data_in(data_in),
    .start(start),
    .tx_out(UART_wire),
    .busy(busy)
);
UART_Rx #(.BAUD_RATE(9600), .CLOCK_FREQ(50000000), .BITS(8)) UART_RX (
    .clk(clk),
    .rst(rst),
    .rx_in(UART_wire),
    .data_out(data_out),
    .data_ready(data_ready)
);
endmodule
module UART_Rx #(parameter BAUD_RATE = 9600, parameter CLOCK_FREQ = 50000000,BITS = 8)(
    input wire clk,
    input wire rst,
    input wire rx_in,
    output reg [BITS-1:0] data_out,
    output reg data_ready
);
localparam IDLE = 2'b00, START_BIT = 2'b01, DATA_BITS = 2'b10, STOP_BIT = 2'b11;
reg [1:0] state;
reg [3:0] bit_index;
reg [15:0] baud_counter;
reg [BITS-1:0] data_buffer;
always @(posedge clk or posedge rst) begin
    if (rst) begin
        state <= IDLE;
        data_out <= 0;
        data_ready <= 0;
        bit_index <= 0;
        baud_counter <= 0;
    end else begin
        case (state)
            IDLE: begin
                data_ready <= 0;
                if (!rx_in) begin  
                    state <= START_BIT;
                    baud_counter <= 0;  
                end
            end
            START_BIT: begin
                if (baud_counter < CLOCK_FREQ / BAUD_RATE / 2 - 1) begin 
                    baud_counter <= baud_counter + 1;
                end else begin
                    baud_counter <= 0;
                    state <= DATA_BITS;
                    bit_index <= 0;
                end
            end
            DATA_BITS: begin
                if (baud_counter < CLOCK_FREQ / BAUD_RATE - 1) begin
                    baud_counter <= baud_counter + 1;
                end else begin
                    baud_counter <= 0;
                    data_buffer[bit_index] <= rx_in;  
                    if (bit_index < BITS - 1) begin
                        bit_index <= bit_index + 1;
                    end else begin
                        state <= STOP_BIT;
                    end
                end
            end
            STOP_BIT: begin
                if (baud_counter < CLOCK_FREQ / BAUD_RATE - 1) begin 
                    baud_counter <= baud_counter + 1;
                end else begin
                    baud_counter <= 0;
                    data_out <= data_buffer;  
                    data_ready <= 1;  
                    state <= IDLE;  
                end
            end
        endcase
    end 
end
endmodule
module UART_Tx #(parameter BAUD_RATE = 9600, parameter CLOCK_FREQ = 50000000, BITS = 8)(
    input wire clk,
    input wire rst,
    input wire [BITS-1:0] data_in,
    input wire start,
    output reg tx_out,
    output reg busy
);
localparam IDLE = 2'b00, START_BIT = 2'b01, DATA_BITS = 2'b10, STOP_BIT = 2'b11;
reg [1:0] state;
reg [3:0] bit_index;
reg [15:0] baud_counter;    
reg [BITS-1:0] data_buffer;
always @(posedge clk or posedge rst) begin  
    if (rst) begin
        state <= IDLE;
        tx_out <= 1'b1; 
        busy <= 0;
        bit_index <= 0;
        baud_counter <= 0;
    end else begin
        case (state)
            IDLE: begin
                tx_out <= 1'b1; 
                busy <= 0;
                if (start == 1) begin  
                    data_buffer <= data_in;
                    state <= START_BIT;
                    busy <= 1;
                end
            end
            START_BIT: begin
                tx_out <= 1'b0; 
                if (baud_counter < CLOCK_FREQ / BAUD_RATE - 1) begin 
                    baud_counter <= baud_counter + 1;
                end else begin
                    baud_counter <= 0;
                    state <= DATA_BITS;
                    bit_index <= 0;
                end
            end
            DATA_BITS: begin
                tx_out <= data_buffer[bit_index]; 
                if (baud_counter < CLOCK_FREQ / BAUD_RATE - 1) begin
                    baud_counter <= baud_counter + 1;
                end else begin
                    baud_counter <= 0;
                    if (bit_index < BITS - 1) begin
                        bit_index <= bit_index + 1;
                    end else begin
                        state <= STOP_BIT;
                    end
                end
            end
            STOP_BIT: begin
                tx_out <= 1'b1; 
                if (baud_counter < CLOCK_FREQ / BAUD_RATE - 1) begin
                    baud_counter <= baud_counter + 1;
                end else begin
                    baud_counter <= 0;
                    state <= IDLE; 
                end
            end
        endcase
    end
end
endmodule
==> ./run.sh <==
#!/bin/bash
# OpenROAD 26Q1-2900-gdf79404cd8, Yosys 0.63+post, stock flow scripts
make -C /OpenROAD-flow-scripts/flow DESIGN_CONFIG=/design/flow/config.mk WORK_HOME=/design/flow/orfs finish
==> ./config.mk <==
export PLATFORM = sky130hd
export DESIGN_NAME = UART
export DESIGN_NICKNAME = UART
export VERILOG_FILES = /design/flow/design.v
export SDC_FILE = /design/flow/constraint.sdc
export NUM_CORES = 4
export LEC_CHECK = 1
export CORE_UTILIZATION = 50
==> ./constraint.sdc <==
current_design UART

set clk_period 5.0
set clk_io_pct 0.2

create_clock -name clk0 -period $clk_period [get_ports {clk}]

set non_clock_inputs [all_inputs -no_clocks]
set_input_delay [expr $clk_period * $clk_io_pct] -clock clk0 $non_clock_inputs
set_output_delay [expr $clk_period * $clk_io_pct] -clock clk0 [all_outputs]
==> out/results.txt <==
status: complete, no violations
Top cell area share: 37.57%
CP Capture Type: flop
Post-CTS Setup Bufs: 0
sequential cell area: 0.001961 sq mm
total CTS buffers: 9
highest routed metal layer: met4
top_reg_cell synth: dfrtp_1
First-pass DRT Iterations: 4
top cells by count, synth: dfrtp_1 (56), nor2_1 (37), o21ai_0 (35)
M1 WL: 3.681 mm
Max H-tree Level: 3
Post-synth area hogs: dfrtp_1 (38%), edfxtp_1 (13%), o21ai_0 (4.7%)
routed vias: 2809
Clock Tree Buf Depth: 2
clk root buf: clkbuf_8
Worst slew margin: 49.01%
pwr dens: 274.5 mW/mm^2
number of logged tool warnings: 29
final setup fails: 0
pre-CTS WS: 2.061 ns
routed wire length per instance: 14.13 um
core area: 0.007214 sq mm
largest net degree at the start of global routing: 40
DR WL met3: 273 um
vias per cell: 5.584
Filler cells: 640
required time worst endpoint: 4.98 ns
Tcrit/Tclk final: 50.76%
Power, Total: 0.001166 W
WL met2: 3.080 mm
Cell variety after synth: 58
slew at the pin closest to its max-slew limit: 0.7579 ns
Hold Crit Class: reg2reg
element type at the critical path start: input pin
Peak VDD IR: 0.1250 mV
total global routing track utilization: 20.41%
first-pass GRT wire length: 11.89 mm
Post-DP HPWL: 4.855 mm
CP Data Arrival Time: 2.52 ns
CP Max Fanout: 8
final number of max-transition violations: 0
Latency at later pin: 0.35 ns
Mapped Avg Cell Area: 9.920 sq um
Synth area leader: dfrtp_1
final setup margin: 2.462 ns
vias in the first global route: 2541
kind of critical path: in2reg
Congestion Overflow GR: 0
Setup TNS: 0 ns
post-synthesis sequential area ratio: 52.57%
min Tclk post-route: 2.538 ns
count leader, synth: dfrtp_1
final WL: 7.108 mm
DIE WIDTH: 88.37 um
Worst-path clk slew: 0.07 ns
Critical Path, Cell by Cell: clkdlybuf4s50_1 -> or4_1 -> a21oi_1
Async SR Flop Fraction: 78.67%
clk_skew: 0.006876 ns
CP max stage cell: a21oi_1
Gate Count Post-Synth: 376
Yosys Chip Area: 0.003730 sq mm
Achievable Freq: 394.0 MHz
area grow syn2layout: 13.85%
antenna violations before repair: 0
GPL Wtd Cong: 0.8521
P_leak: 1.799 nW
RSZ-0062 raised after global routing: no
cell count in the Yosys report: 376
TritonCTS clock tree: done
number of buffers inserted by port buffering: 20
Detail Route Antenna Nets: 0
io pins: 22
Ys Warns: 3
Antenna Cells: 0
Pre-Place Util: 51.70%
Final Hold Fails: 0
# rows: 31
Post-synth EDFFs: 16
fraction of layout cells with a size suffix above 1: 9.653%
Die Y: 88.37 um
CTS resizes: 0
# DRC: 0
Synth Cell Area: 0.003730 sq mm
chip area: 0.007809 sq mm
Sinks on Clock Net: 75
# hold bufs at CTS: 0
Max Cap Viol: 0
initial DRC count: 104
comb. cell area: 0.001635 sq mm
CP peak stage delay: 0.60 ns
Post-synth regs: 75
==> per-layer routing <==
layer	global-route usage [%]	up-vias
met5	0	-
met4	2.199	0
met3	4.068	6
met2	29.65	42
met1	34.97	1355
li1	-	1406
==> worst max-delay path, delay by kind of cell <==
family	cells	cell delay, ns
AOI/OAI and AO/OA	1	0.60
buffers and inverters	1	0.49
and+or+nand+nor	1	0.42
==> registers in the layout, indices dropped and copies added, names as in the netlist <==
register              flops
UART_TX.data_buffer       8
UART_RX.data_buffer       8
UART_RX.state             4
UART_RX.baud_counter     16
UART_TX.bit_index         4
UART_TX.busy              1
UART_TX.state             4
UART_RX.bit_index         4
UART_TX.baud_counter     16
UART_TX.tx_out            1
UART_RX.data_out          8
UART_RX.data_ready        1
==> per-stage QoR <==
| step | util [%] | area [sq um] | std cells | hold slack, ns |
|---|---|---|---|---|
| 2_1_floorplan | - | 3730 | 376 | 0.4542 |
| 6_report | 58.86 | 4247 | 503 | 0.5048 |
| 4_1_cts | 58.86 | 4247 | 503 | 0.5113 |
| 5_1_grt | 58.86 | 4247 | 503 | 0.5274 |
| 3_3_place_gp | 55.84 | 4029 | 487 | 0.4850 |
| 3_5_place_dp | 55.84 | 4029 | 487 | 0.4893 |
==> path summary, 6_finish.rpt <==
path                       depth (start not counted)                      to  slack, ns            startpoint
hold / removal                                     1     UART_RX.data_out[2]       0.50   UART_RX.data_out[2]
max in group asynchronous                          3        UART_TX.state[0]       3.03                   rst
hold reg to reg                                    1     UART_RX.data_out[2]       0.50   UART_RX.data_out[2]
setup / recovery                                   3  UART_RX.data_buffer[2]       2.46                   rst
setup reg to reg                                   7  UART_RX.data_buffer[4]       2.86  UART_RX.bit_index[0]
min in group asynchronous                          2        UART_RX.state[3]       1.10                   rst
==> cells in the final DEF, fill, tap and decap left out, types with 3 or more instances in the layout <==
master,n
o21ai_0,35
nor4_1,6
o311ai_0,3
nand3_1,24
xnor2_1,4
nor2_1,37
or4_1,4
inv_1,20
nand4_1,4
a21oi_1,18
nand2_1,33
xor2_1,7
clkbuf_8,10
a31oi_1,5
mux2_2,11
nor3_1,14
and3_1,5
o22ai_1,4
buf_4,4
o2bb2ai_1,4
edfxtp_1,16
dfstp_2,3
dfrtp_1,56
ha_1,8
clkdlybuf4s50_1,20
==> cell families after synthesis <==
kind of cell | Yosys count | share of synthesized area, %
and+or+nand+nor | 143 | 18.48
AOI/OAI and AO/OA | 91 | 15.20
DFF | 75 | 52.57
buffers and inverters | 33 | 3.589
muxes | 14 | 4.797
xor gates and xnor gates | 11 | 2.583
adders and majority gates | 8 | 2.684
other | 1 | 0.1005
==> cell type report <==
cell class / count / area share, %
repair buffers: 24 / 5.421
clock buffers: 11 / 3.329
clock inverters: 5 / 1.797
multi-input cells: 268 / 38.51
flip-flops and latches: 75 / 46.17
well taps: 99 / 2.917
inverters: 21 / 1.856
==> power breakdown <==
| group | leakage [nW] | internal, W | switching [W] | total, W |
|---|---|---|---|---|
| combinational | 0.743 | 0.0000113 | 0.0000134 | 0.0000246 |
| clock | 0.109 | 0.000293 | 0.000217 | 0.000509 |
| sequential | 0.948 | 0.000629 | 0.00000258 | 0.000632 |
| total | 1.80 | 0.000933 | 0.000233 | 0.00117 |
Power and IR drop assume default switching activity.
