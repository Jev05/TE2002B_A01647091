$ cat design/flow/config.mk
export PLATFORM = sky130hd
export DESIGN_NAME = top
export DESIGN_NICKNAME = top
export VERILOG_FILES = /design/flow/design.v
export SDC_FILE = /design/flow/constraint.sdc
export NUM_CORES = 4
export LEC_CHECK = 1
export CORE_UTILIZATION = 50
$ cat design/flow/run.sh
#!/bin/bash
# OpenROAD 26Q1-2900-gdf79404cd8, Yosys 0.63+post, stock flow scripts
make -C /OpenROAD-flow-scripts/flow DESIGN_CONFIG=/design/flow/config.mk WORK_HOME=/design/flow/orfs finish
$ cat design/flow/constraint.sdc
current_design top

set clk_period 7.8
set clk_io_pct 0.2

create_clock -name clk0 -period $clk_period [get_ports {MAX10_CLK1_50}]

set non_clock_inputs [all_inputs -no_clocks]
set_input_delay [expr $clk_period * $clk_io_pct] -clock clk0 $non_clock_inputs
set_output_delay [expr $clk_period * $clk_io_pct] -clock clk0 [all_outputs]
$ cat design/flow/design.v
module BCD_4displays #(parameter N_in = 10, N_out = 7)(
	input [N_in-1:0] bcd_in,
	output [N_out-1:0] D_un,D_de,D_cen,D_un_mi
	);
	wire [3:0] unidades, decenas, centenas, millares;
	assign unidades = bcd_in % 10;
	assign decenas = (bcd_in / 10) % 10;
	assign centenas = (bcd_in / 100) % 10;
	assign millares = (bcd_in / 1000) % 10;
	segments unidadess (
		.bcd_in(unidades),
		.bcd_out(D_un)
	);
	segments decenass (
		.bcd_in(decenas),
		.bcd_out(D_de)
	);
	segments centenass (
		.bcd_in(centenas),
		.bcd_out(D_cen)
	);
	segments millaress (
		.bcd_in(millares),
		.bcd_out(D_un_mi)
	);
endmodule
module clk_div #(parameter FREQ = 1)(
    input  clk,
    input  rst,           
    output reg clk_divi
);
    parameter CLK_FREQ = 50_000_000;
    parameter COUNT_MAX = (CLK_FREQ / (2 * FREQ));
    reg [31:0] count;
    always @(posedge clk or negedge rst)
    begin
        if (rst == 0) begin
            count    <= 32'b0;
            clk_divi <= 1'b0;
        end
        else if (count == COUNT_MAX - 1) begin
            count    <= 32'b0;
            clk_divi <= ~clk_divi;
        end
        else begin
            count <= count + 1;
				clk_divi <= clk_divi;
        end
    end
endmodule
module contador #(parameter N = 8, C_MAX = 100_000)(
    input clk,
    input rst,                      
    output reg [N-1:0] count
);
    always @(posedge clk or negedge rst) begin 
        if (!rst)                              
            count <= 0;
        else if (count >= C_MAX - 1)
            count <= 0;
        else
            count <= count + 1;
    end
endmodule
module pwm #(parameter frecuencia_servo = 50, frecuencia_clk = 5_000_000, dutyMin = 1, dutyMax = 12)(
    input        clk, rst,
    input  [7:0] SW,
	 output [0:6] HEX0,
    output [0:6] HEX1,
    output [0:6] HEX2,
    output [0:6] HEX3,
	 output reg pwm
);
   reg [7:0] grados;
	localparam MAX_COUNT = frecuencia_clk / frecuencia_servo;
	localparam FUNCION = ceillog2(MAX_COUNT);
	localparam m = (((dutyMax * MAX_COUNT / 100) - (dutyMin * MAX_COUNT / 75))) / 180;
	localparam b = (dutyMin * MAX_COUNT) / 75;
    wire [FUNCION-1:0] pwm_count;
    contador #(.N(FUNCION), .C_MAX(MAX_COUNT)) CONT_SERVO (
        .clk  (clk),
        .rst  (rst),
        .count(pwm_count)
    );
	  BCD_4displays #(.N_in(8), .N_out(7)) DISP (
    .bcd_in  (grados),
    .D_un    (HEX0),
    .D_de    (HEX1),
    .D_cen   (HEX2),
    .D_un_mi (HEX3)
);
always @(posedge clk or negedge rst) begin
		if(rst==0) begin
			pwm=0;
		end
		else begin
			if(SW>180)
				grados=180;
			else
				grados=SW;
			if(pwm_count<((m*grados)+b))
				pwm=1;
			else
				pwm=0;
		end
	end
	 function integer ceillog2;
     input integer data;
     integer i,result;
		  begin
			 for(i=0; 2**i < data; i=i+1)
				 result = i + 1;
			 ceillog2 = result;
		  end
    endfunction
endmodule
module segments(
	input [3:0] bcd_in,
	output reg [0:6] bcd_out);
	always@(*)
	begin
		case (bcd_in)
		4'b0000: bcd_out = ~7'b1111110;  
		4'b0001: bcd_out = ~7'b0110000;  
		4'b0010: bcd_out = ~7'b1101101;  
		4'b0011: bcd_out = ~7'b1111001;  
		4'b0100: bcd_out = ~7'b0110011;  
		4'b0101: bcd_out = ~7'b1011011;  
		4'b0110: bcd_out = ~7'b1011111;  
		4'b0111: bcd_out = ~7'b1110000;  
		4'b1000: bcd_out = ~7'b1111111;  
		4'b1001: bcd_out = ~7'b1111011;  
			default: bcd_out = ~7'b0000000; 
		endcase
		end
		endmodule
module top(
    input        MAX10_CLK1_50,
    input  [0:0] KEY,
    input  [7:0] SW,
    output [0:6] HEX0, HEX1, HEX2, HEX3,
    output [1:1] ARDUINO_IO
);
wire clk_1hz;
    clk_div #(.FREQ(5_000_000)) DIV (
        .clk     (MAX10_CLK1_50),
        .rst  (KEY[0]),
        .clk_divi(clk_1hz)
    );
    pwm #(.frecuencia_clk(5_000_000)) servo (
        .SW 		(SW),
		  .clk		(clk_1hz),
		  .rst		(KEY[0]),
		  .HEX0    	(HEX0),
		  .HEX1    	(HEX1),
		  .HEX2 	 	(HEX2),
		  .HEX3 		(HEX3),
		  .pwm	(ARDUINO_IO)
    );
endmodule
==> flow_metrics.tcl <==
# flow metrics
set metrics [dict create \
    area_growth_pct 8.50 \
    stdcell_area_um2 6500 \
    dieWidth_um 111 \
    cts.repair.resized 0 \
    maxCapViolCount 0 \
    ir_worst_vdd_uv 149 \
    route.detailed.drc 0 \
    viasPerCell 5.56 \
    dr.pass1.iters 23 \
    max_slew.worst_pin.slew_ns 0.809 \
    routed_wl_um 11200 \
    ys_cells 692 \
    cp.depth 8 \
    drt.antenna.violating_nets 0 \
    clkLatencyLatePin_ns 0.27 \
    fillCellCount 1004 \
    vias 4726 \
    post_cts_buffers 0 \
    cts_buffers 5 \
    whs_endpoint "DIV.count[18]$_DFF_PN0_" \
    min_period_over_period_pct 27.6 \
    cts_tree "done" \
    ys_warn_count 4 \
    clockBufferDepth 2 \
    post-route-util_pct 56.2 \
    swShare_pct 39.3 \
    n_antenna_cell 0 \
    final_cell_count_no_fill 850 \
    grt_pass1_vias 4634 \
    synth_area_per_cell_um2 8.66 \
    tool_warnings 38 \
    dp_hpwl_um 8580 \
    seq_power_share_pct 17.3 \
    relSlewSlack_pct 46.1 \
    topCellsByArea "dfrtp_1 (21%), ha_1 (13%), xnor2_1 (7.0%), fa_1 (5.7%), nor2_1 (4.1%)" \
    hold_violations 0 \
    worstSetupStartpointType "register" \
    setup_tns_ns 0 \
    clock_power_share_pct 22.4 \
    core_area_um2 11600 \
    wl_per_cell_um 13.1 \
    syn_area_um2 5990 \
    drive_above_1_share_pct 4.10 \
    yosysTopAreaCell "dfrtp_1" \
    max_freq_mhz 465 \
    r2r-start "DIV.count[14]$_DFF_PN0_" \
    async_flop_share_pct 86.4 \
    dpl.cell_count 842 \
    cp.arrival_ns 2.34 \
    row_count 39 \
    r2r_setup_slack_ns 5.65 \
    crit_top_cell "and4_1" \
    pwr-share-comb_pct 60.3 \
    p_int_uw 605 \
    regToRegEndpoint "DIV.count[31]$_DFF_PN0_" \
    critical_path_class "reg2reg" \
    hold_path.class "reg2reg" \
    grtUsageTotal_pct 20.4 \
    h-tree-depth 2 \
    top_area_share_pct 21.3 \
    setup_viol 0 \
    placed_area_um2 6330 \
    grt-ovfl-total 0 \
    unclocked_regs 26 \
    cts-root-buf "clkbuf_16" \
    fin_crit_ns 2.15 \
    synth_chip_area_um2 5990 \
    p_switching_uw 392 \
    ys_seq_share_pct 25.3 \
    critical_path.slowest_cell "dfrtp_1" \
    edf_count 8 \
    hold_depth 1 \
    die_y_um 111 \
    rsz0062_at_grt "false" \
    final_cell_mix "nor2_1 (65), ha_1 (63), inv_1 (61)" \
    ioPinCount 39 \
    crit_required_ns 7.99 \
    synth-main-ff-cell "dfrtp_1" \
    antenna_found_initial 0 \
    end_kind "register" \
    pwr_density_cell_nw_per_um2 153 \
    lay_top_count "nor2_1" \
    synth-seq-cells 59 \
    fin_skew_ns 0.00760 \
    holdBufCountCts 0 \
    place.gp.congestion 0.826 \
    io_buffers 30 \
    initial_core_util_pct 51.8 \
    cp_top_family "simple AND/OR/NAND/NOR gates" \
    synth_cells 692 \
    slew_violations 0 \
    grt_pass1_wl_um 20900 \
    leakagePower_uw 0.00297 \
    grt_max_degree 60 \
    clkTransAtPathRegs_ns 0.05 \
    fp.dieArea_um2 12400 \
    status "finished, final reports clean" \
    cp_max_fo 5 \
    max_stage_delay_ns 0.42 \
    path_buffers 0 \
    untimed_endpoints 55 \
    drt-initial-drc-count 379 \
    hp-start "DIV.count[18]$_DFF_PN0_" \
    crit_chain "and4_1 > and3_1 > and3_1 > and4_1 > and4_1 > nand3_1 > nor2_1 > xor2_1" \
    synth_cell_type_count 82 \
    ff2ff_path_depth 8 \
]
registers in the layout, indices dropped and copies added (netlist names):
register / count
servo.CONT_SERVO.count: 17
DIV.count: 32
servo.pwm: 1
DIV.clk_divi: 1
servo.grados: 8
cells in the mapped netlist, types with 4 or more instances:
library cell and count:
o22ai_1 4, a21oi_1 27, edfxtp_1 8, clkbuf_1 16, mux2i_1 6, nor4_1 8, xnor2_1 48, o21ai_0 25
nand4_1 11, xor2_1 20, nor3b_1 7, nand2_1 53, o211ai_1 4, buf_4 11, nor3_1 13, nand3_1 26
and2_1 7, nor2_1 65, a31oi_1 8, nor2b_1 11, dfrtp_1 51, and3_1 11, ha_1 63, inv_1 61
nand2b_1 10, fa_1 17, and4_1 4, a21o_1 10, o21ai_1 7
worst max path at each step:
stage | from | end
4_1_cts | DIV.count[14]$_DFF_PN0_ | DIV.count[31]$_DFF_PN0_
5_1_grt | DIV.count[14]$_DFF_PN0_ | DIV.count[29]$_DFF_PN0_
6_report | DIV.count[14]$_DFF_PN0_ | DIV.count[31]$_DFF_PN0_
stage by stage:
step	setup slack (ns)	hold slack (ns)	total power [µW]
2_1_floorplan	5.87	0.443	673
3_3_place_gp	5.56	0.470	774
3_5_place_dp	5.55	0.479	779
4_1_cts	5.67	0.489	1010
5_1_grt	5.43	0.507	1110
6_report	5.65	0.486	997
worst reg2reg max path: cells and delay by family, from the launching register on:
family | cells | cell delay [ns]
simple gates | 7 | 1.50
xor+xnor | 1 | 0.16
flops | 1 | 0.42
cells by family (layout without fill, tap and decap cells):
logic type / Yosys count / in the layout / share of synthesized area (%)
buf+inv: 94 / 102 / 6.87
xor+xnor: 68 / 68 / 9.94
mux: 10 / 10 / 2.13
simple gates: 246 / 246 / 21.4
fa+ha+maj: 82 / 82 / 19.2
other cells: 2 / 9 / 0.125
flops: 59 / 59 / 25.3
compound gates: 131 / 131 / 15.0
power groups by stage:
| stage | Combinational (µW) | Sequential [µW] | Clock (µW) |
|---|---|---|---|
| CTS | 610 | 173 | 228 |
| global route | 707 | 173 | 235 |
| finish | 601 | 173 | 223 |
layer usage:
metal	GRT usage [%]	part of all wire [%]	vias to the layer above
li1	-	-	2423
met1	32.0	50	2229
met2	33.8	48	63
met3	1.55	2.1	11
met4	1.62	0.84	0
met5	0	0	-
cell type report:
class                   instances  area, µm²  area share [%]
flip-flops and latches         59       1520            23.3
multi-input cells             546       4090            62.9
well taps                     143        179            2.75
clock inverters                 1       30.0           0.462
inverters                      62        233            3.58
repair buffers                 32        310            4.77
clock buffers                   7        143            2.19
No activity file was given, so power comes from the tool's default toggle rates.
