==> flow/design.v <==
module segments_w(
    input  [9:0] SW,
    output [0:6] HEX0,
    output [0:6] HEX1,
    output [0:6] HEX2,
    output [0:6] HEX3
);
    BCD_4displays #(.N_in(10), .N_out(7)) WRAP (
        .bcd_in   (SW),
        .D_un     (HEX0),
        .D_de     (HEX1),
        .D_cen    (HEX2),
        .D_un_mi  (HEX3)
    );
endmodule
module BCD_4displays #(parameter N_in = 10, N_out = 7)(
	input [N_in-1:0] bcd_in,
	output [N_out-1:0] D_un,D_de,D_cen,D_un_mi
	);
	wire [3:0] unidades, decenas, centenas, millares;
	assign unidades = bcd_in % 10;
	assign decenas = (bcd_in / 10) % 10;
	assign centenas = (bcd_in / 100) % 10;
	assign millares = (bcd_in / 1000) % 10;
	segments unidadess (
		.bcd_in(unidades),
		.bcd_out(D_un)
	);
	segments decenass (
		.bcd_in(decenas),
		.bcd_out(D_de)
	);
	segments centenass (
		.bcd_in(centenas),
		.bcd_out(D_cen)
	);
	segments millaress (
		.bcd_in(millares),
		.bcd_out(D_un_mi)
	);
endmodule
module segments(
	input [3:0] bcd_in,
	output reg [0:6] bcd_out);
	always@(*)
	begin
		case (bcd_in)
		4'b0000: bcd_out = ~7'b1111110;  
		4'b0001: bcd_out = ~7'b0110000;  
		4'b0010: bcd_out = ~7'b1101101;  
		4'b0011: bcd_out = ~7'b1111001;  
		4'b0100: bcd_out = ~7'b0110011;  
		4'b0101: bcd_out = ~7'b1011011;  
		4'b0110: bcd_out = ~7'b1011111;  
		4'b0111: bcd_out = ~7'b1110000;  
		4'b1000: bcd_out = ~7'b1111111;  
		4'b1001: bcd_out = ~7'b1111011;  
			default: bcd_out = ~7'b0000000; 
		endcase
		end
		endmodule
==> flow/run.sh <==
#!/bin/bash
# OpenROAD 26Q1-2900-gdf79404cd8, Yosys 0.63+post, stock flow scripts
make -C /OpenROAD-flow-scripts/flow DESIGN_CONFIG=/design/flow/config.mk WORK_HOME=/design/flow/orfs finish
==> flow/config.mk <==
export PLATFORM = sky130hd
export DESIGN_NAME = segments_w
export DESIGN_NICKNAME = segments_w
export VERILOG_FILES = /design/flow/design.v
export SDC_FILE = /design/flow/constraint.sdc
export NUM_CORES = 4
export LEC_CHECK = 1
export CORE_AREA = 10 10 84 84
export DIE_AREA = 0 0 94 94
==> flow/constraint.sdc <==
current_design segments_w

set clk_period 13.5
set clk_io_pct 0.2

create_clock -name clk0 -period $clk_period

set non_clock_inputs [all_inputs -no_clocks]
set_input_delay [expr $clk_period * $clk_io_pct] -clock clk0 $non_clock_inputs
set_output_delay [expr $clk_period * $clk_io_pct] -clock clk0 [all_outputs]
==> results_slide.txt <==
Run Summary

Worst setup path
  • Classification of the worst setup path: primary input to output port
  • CP Data Required Time: 10.80 ns
  • Type of element capturing the critical path: output port
  • Worst Path Arrival: 10.23 ns
  • Crit-path max FO: 17
  • Slowest Stage Delay on Critical Path: 0.51 ns
  • Most Frequent Cell on Critical Path: sky130_fd_sc_hd__ha_1
  • Kind of start point of the critical path: primary input
  • Cell with the largest stage delay on the worst path: sky130_fd_sc_hd__a32oi_2

Global routing
  • Antenna violations before repair: 0
  • Total routing resource utilization after global routing: 0.2503
  • Number of global-route vias before repair: 4206
  • Total gr overflow: 0
  • Largest net degree at the start of global routing: 33
  • Wire length of the first global-routing pass: 19300 µm

Logic synthesis
  • Area of the mapped netlist: 4098 µm²
  • # Cells Yosys: 625
  • Average instance area after synthesis: 6.556 µm²
  • Post-Syn Instances: 625
  • Number of unique standard cell types used by synthesis: 108
  • Total number of yosys warnings: 1
  • Chip Area, Yosys: 4098 µm²
  • Sequential cell area fraction in the yosys report: 0

Pwr
  • Total power consumption of the routed design: 461.2 µW
  • Leak: 0.001696 µW
  • Share of power burned in the clock network: 0
  • Combinational power share: 1.000
  • Total internal power: 217.6 µW
  • Sequential Power Share: 0
  • Power per Cell Area: 105.1 nW/µm²
  • Switching part of the total: 0.5282
  • Peak supply drop: 0.0001237 V
  • Net Switching: 243.6 µW

Floorplan
  • Top Ports: 38
  • Die area: 8836 µm²
  • Floorplan die width: 94 µm
  • Die y size: 94 µm
  • Core Rows: 26
  • Floorplan-stage core utilization: 0.7873
  • Placeable core region: 5205 µm²

Detailed routing
  • Final antenna-violating net count: 0
  • Number of inserted diodes: 0
  • Detail-routed via count per cell: 7.036
  • Routed wire length per instance: 16.25 µm
  • First-pass iteration count of the detailed router: 6
  • Count of routing violations after the opening detailed-route iteration: 618
  • Total number of vias: 4883
  • Remaining DRCs: 0
  • Final Routed Wirelength: 11280 µm

Final timing
  • Worst setup margin: 0.5697 ns
  • Share of the cycle needed by the critical path after routing: 0.9578
  • RSZ-0062 raised after global routing: false
  • Setup TNS after final layout: 0 ns
  • Final-report hold violation count: 0
  • Worst Max-Slew Pin Slew: 0.8366 ns
  • Final setup violation count: 0
  • Final Max-Slew Violation Tally: 0
  • Maximum clock frequency: 77.34 MHz
  • Minimum clock period: 12.93 ns
  • Slew headroom: 0.4344

Placement
  • Post-Place Cell Area: 4354 µm²
  • PortBufs: 35
  • Post-DP HPWL: 8713 µm
  • Worst setup timing slack at the placement stage: 0.3135 ns
  • Final GP Congestion: 1.151

Layout
  • Clock buffers: 0
  • FF+latch area: 0 µm²
  • Finished Core Util: 0.8428
  • Proportion of layout cells with a drive suffix above 1: 0.1218
  • Logic cell area: 3736 µm²
  • Layout fillers: 351
  • Design Area, Final: 4387 µm²
  • Dominant logic cell types in the final layout: sky130_fd_sc_hd__nor2_1 (65), sky130_fd_sc_hd__a21oi_1 (59), sky130_fd_sc_hd__nand2_1 (59)
  • Number of flip-flops and latches: 0
  • Commonest Layout Cell: sky130_fd_sc_hd__nor2_1
  • Layout-stage area growth over the synthesis result: 7.054%

Worst hold path
  • Hold depth: 6
  • Launch instance of the worst min-delay path: SW[0]
  • Hold crit path type: primary input to output port
  • End point of the most critical hold path: HEX0[1]

Outcome
  • Run status: finished clean

Run
  • Tool warnings: 50
  • Maximum Capacitance Violations: 0
-- what timing repair did --
| item | 4_1_cts | 5_1_grt |
|---|---|---|
| buffers inserted | 0 | 0 |
| setup endpoints to repair | 0 | 7 |
| resized | 0 | 8 |
| hold buffers | 0 | 0 |
-- synthesized netlist by cell type, types with 4 or more instances --
master / n / area share
sky130_fd_sc_hd__nor2b_1: 5 / 0.0076
sky130_fd_sc_hd__clkbuf_1: 16 / 0.015
sky130_fd_sc_hd__o31ai_1: 5 / 0.0092
sky130_fd_sc_hd__nor3b_1: 4 / 0.0073
sky130_fd_sc_hd__o311ai_0: 4 / 0.0085
sky130_fd_sc_hd__ha_1: 28 / 0.085
sky130_fd_sc_hd__o211ai_1: 10 / 0.018
sky130_fd_sc_hd__buf_1: 5 / 0.0046
sky130_fd_sc_hd__or2_2: 10 / 0.015
sky130_fd_sc_hd__buf_2: 13 / 0.016
sky130_fd_sc_hd__o221ai_1: 5 / 0.011
sky130_fd_sc_hd__nor2_1: 66 / 0.060
sky130_fd_sc_hd__o21bai_1: 4 / 0.0073
sky130_fd_sc_hd__buf_6: 5 / 0.014
sky130_fd_sc_hd__a311oi_1: 5 / 0.011
sky130_fd_sc_hd__a32o_1: 4 / 0.0098
sky130_fd_sc_hd__o21ai_0: 42 / 0.051
sky130_fd_sc_hd__inv_1: 26 / 0.024
sky130_fd_sc_hd__nor3_1: 11 / 0.013
sky130_fd_sc_hd__nor4_1: 7 / 0.011
sky130_fd_sc_hd__o22ai_1: 10 / 0.015
sky130_fd_sc_hd__buf_4: 8 / 0.015
sky130_fd_sc_hd__a31oi_1: 17 / 0.026
sky130_fd_sc_hd__a211oi_1: 5 / 0.0092
sky130_fd_sc_hd__mux2i_1: 11 / 0.027
sky130_fd_sc_hd__nand2b_1: 12 / 0.018
sky130_fd_sc_hd__nand2_1: 59 / 0.054
sky130_fd_sc_hd__inv_2: 4 / 0.0037
sky130_fd_sc_hd__a21o_1: 5 / 0.0092
sky130_fd_sc_hd__and3_1: 5 / 0.0076
sky130_fd_sc_hd__xnor2_1: 12 / 0.026
sky130_fd_sc_hd__a21oi_1: 59 / 0.072
sky130_fd_sc_hd__nand4_1: 6 / 0.0092
sky130_fd_sc_hd__nand3_1: 23 / 0.028
-- per-stage QoR --
stage,instances,hold slack [ns]
after CTS,694,6.663
after global placement,694,6.647
after floorplan,626,5.584
after detailed placement,694,6.656
after global routing,694,6.724
final,694,6.657
-- worst max-delay path by stage --
stage | cells after the start | slack (ns) | end | start
4_1_cts | 29 | 0.28 | HEX1[5] | SW[8]
5_1_grt | 33 | 0.02 | HEX1[5] | SW[8]
6_report | 32 | 0.57 | HEX1[1] | SW[8]
-- area by class of cell --
type,count,area share
multi-input cells,545,0.8517
repair buffers,45,0.09698
inverters,34,0.03137
well taps,70,0.01997
-- power groups by stage --
| stage | combinational [µW] | sequential, µW | clock [µW] |
|---|---|---|---|
| global route | 506 | 0 | 0 |
| CTS | 452 | 0 | 0 |
| finish | 461 | 0 | 0 |
-- worst max-delay path, delay by kind of cell --
| family | cells | cell delay [ns] |
|---|---|---|
| xor+xnor | 1 | 0.32 |
| compound gates | 10 | 2.39 |
| fa+ha+maj | 4 | 1.24 |
| buf+inv | 8 | 1.70 |
| simple gates | 9 | 1.86 |
-- per-layer routing --
layer / vias to the layer above / share of wire / global-route usage
met5: - / 0 / 0
li1: 2372 / - / -
met1: 2175 / 0.44 / 0.3604
met3: 29 / 0.12 / 0.04523
met4: 0 / 0.017 / 0.04557
met2: 307 / 0.42 / 0.3802
-- kinds of logic after synthesis --
kind of cell             synth area share
buffers and inverters             0.09710
multiplexers                      0.03970
adder cells (fa/ha/maj)           0.09832
XOR/XNOR                          0.02779
AND-OR/OR-AND                      0.4195
other                            0.001833
AND/OR/NAND/NOR                    0.3157
Power is estimated from default activity; no workload was simulated.
